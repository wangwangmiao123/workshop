$ cat /design/flow/config.mk
export PLATFORM = sky130hd
export DESIGN_NAME = Counter_x
export DESIGN_NICKNAME = Counter_x
export VERILOG_FILES = /design/flow/design.v
export SDC_FILE = /design/flow/constraint.sdc
export NUM_CORES = 4
export LEC_CHECK = 1
export CORE_UTILIZATION = 50
$ cat /design/flow/constraint.sdc
current_design Counter_x

set clk_period 3.0
set clk_io_pct 0.2

create_clock -name clk0 -period $clk_period [get_ports {clk}]
create_clock -name clk1 -period $clk_period [get_ports {clk0}]
create_clock -name clk2 -period $clk_period [get_ports {clk1}]
create_clock -name clk3 -period $clk_period [get_ports {clk2}]

set non_clock_inputs [all_inputs -no_clocks]
set_input_delay [expr $clk_period * $clk_io_pct] -clock clk0 $non_clock_inputs
set_output_delay [expr $clk_period * $clk_io_pct] -clock clk0 [all_outputs]
$ cat /design/flow/design.v
module  Counter_x(  clk,                    
            	    rst,
            	    clk0,                   
            	    clk1,                   
            	    clk2,                   
            	    counter_we,
            	    counter_val,             
            	    counter_ch,              
            	    counter0_OUT,
            	    counter1_OUT,
            	    counter2_OUT,
            	    counter_out		
                );
    input               clk,                 
                        rst;
    input  wire         clk0,                
                        clk1,                
                        clk2;                
    input  wire         counter_we;
    input  wire [31: 0] counter_val;         
    input  wire [ 1: 0] counter_ch;          
    output wire         counter0_OUT, counter1_OUT, counter2_OUT;
    output wire [31: 0] counter_out;      
	reg         [32: 0] counter0       = 0, counter1       = 0, counter2        = 0;
	reg         [31: 0] counter0_Lock  = 0, counter1_Lock  = 0, counter2_Lock   = 0;
	reg         [23: 0] counter_Ctrl   = 0;
	reg         [ 1: 0] last_ch        = 0, curr_ch        = 0;
    reg                 sq0            = 0, sq1            = 0, sq2             = 0, 
                        M0             = 0, M1             = 0, M2              = 0, 
                        clr0           = 0, clr1           = 0, clr2            = 0;
	always @(posedge clk or posedge rst) begin
		if ( rst ) begin
			counter0_Lock <= 0;
			counter1_Lock <= 0;
			counter2_Lock <= 0;
			counter_Ctrl  <= 0;
		end else begin
			if ( counter_we ) begin
				case ( counter_ch )
					2'h0: begin
						counter0_Lock <= counter_val;
						M0            <= 1;
						curr_ch       <= counter_ch;
					end
					2'h1: begin
						counter1_Lock <= counter_val;
						M1            <= 1;
						curr_ch       <= counter_ch;
					end
					2'h2: begin
						counter2_Lock <= counter_val;
						M2            <= 1;
						curr_ch       <= counter_ch;
					end
					2'h3: begin
						counter_Ctrl  <= counter_val[23:0];
					end
				endcase
			end else begin
				counter1_Lock         <= counter1_Lock;
				counter2_Lock         <= counter2_Lock;
				counter0_Lock         <= counter0_Lock;
				counter_Ctrl          <= counter_Ctrl;
				if ( clr0 ) M0        <= 0;
				if ( clr1 ) M1        <= 0;
				if ( clr2 ) M2        <= 0;
			end
		end
	end
	always @(posedge clk0 or posedge rst) begin
		if(rst) begin
			counter0 <= 0;
			sq0      <= 0;
		end else begin
			case(counter_Ctrl[2:1])
				2'b00: begin
					if ( M0 ) begin
						counter0  <= {1'b0, counter0_Lock};
						clr0      <= 1;
					end else begin
						if ( counter0[32] == 0 ) begin
							counter0 <= counter0 - 1'b1;
							clr0     <= 0;
						end
					end
				end
				2'b01: begin
					sq0 <= counter0[32];
					if ( sq0 != counter0[32] )
						counter0[31:0] <= {1'b0, counter0_Lock[31:1]};
					else 
					    counter0       <= counter0 - 1'b1;
				end
				2'b11: begin
				    counter0 <= counter0 - 1'b1;
				end
			endcase
		end
	end
	always @(posedge clk1 or posedge rst) begin
		if ( rst ) begin
			counter1 <= 0;
			sq1      <= 0;
		end else begin
			case ( counter_Ctrl[2:1] )
				2'b00: begin
					if ( M1 ) begin
						counter1  <= {1'b0, counter1_Lock};
						clr1      <= 1;
					end else begin
						if ( counter1[32] == 0 ) begin
							counter1 <= counter1 - 1'b1;
							clr1     <= 0;
						end
					end
				end
				2'b01: begin
					sq1 <= counter1[32];
					if ( sq1 != counter1[32] )
						counter1[31:0] <= {1'b0, counter1_Lock[31:1]};
					else 
						counter1       <= counter1 - 1'b1;
				end
				2'b11: begin
					counter1 <= counter1 - 1'b1;
				end
			endcase
		end
	end
	always @(posedge clk2 or posedge rst) begin
		if ( rst ) begin
			counter2 <= 0;
			sq2      <= 0;
		end else begin
			case ( counter_Ctrl[2:1] )
				2'b00: begin
					if ( M2 ) begin
						counter2     <= {1'b0, counter2_Lock};
				        clr2         <= 1;
					end else begin
						if ( counter2[32] == 0 ) begin
							counter2 <= counter2 - 1'b1;
							clr2     <= 0;
						end
					end
				end
				2'b01: begin
					sq2 <= counter2[32];
					if ( sq2 != counter2[32] )
						counter2[31:0] <= {1'b0, counter2_Lock[31:1]};
					else 
				        counter2       <= counter2 - 1'b1;
				end
				2'b11: begin
					counter2 <= counter2 - 1'b1;
				end
			endcase
		end
	end
	assign counter0_OUT = counter0[32];
	assign counter1_OUT = counter1[32];
	assign counter2_OUT = counter2[32];
	assign counter_out  = curr_ch[1]? counter2[31:0]: (curr_ch[0]?  counter1[31:0 ]: 
                                                                    counter0[31:0 ]);
endmodule
$ cat /design/flow/run.sh
#!/bin/bash
# OpenROAD 26Q1-2900-gdf79404cd8, Yosys 0.63+post, stock flow scripts
make -C /OpenROAD-flow-scripts/flow DESIGN_CONFIG=/design/flow/config.mk WORK_HOME=/design/flow/orfs finish
==> reports/summary.log <==
INFO  floorplanning  full_die_area=24530um^2
INFO  final_layout   final-instance-count-excl-fill=1643
INFO  clock_tree     clkSinkCount=208
INFO  worst_setup_path sequence_of_cells_on_the_critical_path=or3_1 -> nor4b_1 -> nor4b_1 -> nand3_1 -> ha_1 -> o21ai_0 -> a21o_1 -> a21oi_1
INFO  worst_setup_path cp.required=3210ps
INFO  place          port-buffer-count=71
INFO  clock_tree     cts.reportedPaths.clkPinSlew=80ps
INFO  floorplanning  top_level_ports=75
INFO  final_timing   timing.final.hold_violations=0
INFO  logic_synthesis netlist_area=11950um^2
INFO  worst_setup_path end_kind=register
INFO  logic_synthesis yosysWarningCount=1
INFO  routing        drtPass1Iterations=7
INFO  logic_synthesis synth.yosys.num_cells=1246
INFO  run            max-cap-violations=0
INFO  clock_tree     tritoncts=yes
INFO  logic_synthesis sequential_to_total_area_share_from_yosys_stat=0.4389
INFO  logic_synthesis netlist_instances=1246
INFO  place          gp_congestion=0.9589
INFO  worst_setup_path worstReg2RegEnd=counter1[32]
INFO  routing        wl_per_cell=24.20um
INFO  final_timing   slew_worst_pin=822.4ps
INFO  logic_synthesis synth-area-yosys=11950um^2
INFO  routing        drt-initial-drc-count=1017
INFO  final_layout   post_route_cells_drive_above_1_share=0.1669
INFO  power_and_ir_drop max-vdd-ir-drop=0.0004151V
INFO  global_routing grt_antenna_before_repair=0
INFO  logic_synthesis top_logic_kind=AND-OR/OR-AND gates
INFO  routing        insertedDiodeCount=0
INFO  min_path       whs_path_depth=1
INFO  global_routing maximum_number_of_pins_on_one_net_before_global_route_repair=65
INFO  final_layout   layout.area.comb=6270um^2
INFO  worst_setup_path reg_to_reg_start=counter1[26]
INFO  final_timing   slew_violations=0
INFO  final_timing   timing.max_slew.rel_slack=0.4516
INFO  logic_synthesis yosys.cell_types.count=69
INFO  logic_synthesis yosys_register_bits=208
INFO  floorplanning  core_region_area=23470um^2
INFO  worst_setup_path timing.reg2reg.worst_path_depth=8
INFO  logic_synthesis compound_area_frac=0.2381
INFO  place          place.detailed.instances=1606
INFO  worst_setup_path cpMostUsedCell=sky130_fd_sc_hd__nor4b_1
INFO  floorplanning  die-height=156.6um
INFO  global_routing global_route_wire_length_before_repair=61060um
INFO  min_path       min_path_type=register to register
INFO  worst_setup_path critical_path.max_fanout=6
INFO  logic_synthesis syn_avg_cell_area=9.592um^2
INFO  floorplanning  die_x=156.6um
INFO  final_layout   final.fill_count=2002
INFO  final_timing   worst_clock_skew=6.290ps
INFO  power_and_ir_drop p_leak=0.005536uW
INFO  min_path       hold_path_end=counter1_Lock[0]
INFO  floorplanning  floorplanUtilization=0.5092
INFO  worst_setup_path critical_path.slowest_cell=sky130_fd_sc_hd__nor4b_1
INFO  routing        postRouteAntennaNets=0
INFO  final_timing   grt_setup_unrepaired=false
INFO  logic_synthesis xor_area_frac=0.005863
INFO  logic_synthesis synth.area.mux_share=0.1200
INFO  routing        via_count=10670
INFO  clock_tree     cts.repair_timing.setup_buffer_count=0
INFO  logic_synthesis adder_share=0.006281
INFO  global_routing grt_pass1_vias=9890
INFO  final_timing   setup_ws_post_layout=141.3ps
INFO  min_path       hold_path.startpoint=counter1_Lock[0]
INFO  logic_synthesis synthSimpleGateAreaFrac=0.1510
INFO  outcome        result_of_the_run=completed
INFO  worst_setup_path cp_slowest_stage_delay=530ps
INFO  place          dp_worst_setup_slack=168.9ps
INFO  clock_tree     ctsHoldBuffers=0
INFO  global_routing gr-total-overflow=0
INFO  final_layout   flop_area=5245um^2
INFO  floorplanning  row_cnt=56
INFO  place          detailedPlacementHpwl=28690um
INFO  clock_tree     cts_resized=0
INFO  final_layout   syn2layout_area_growth=17.78%
INFO  worst_setup_path startpoint_type=register
INFO  worst_setup_path cp.arrival=3070ps
INFO  final_timing   setup_tns=0ps
INFO  routing        finalWirelength=39760um
INFO  logic_synthesis synth-edff-count=8
INFO  worst_setup_path timing_worst_setup_path_type=register to register
INFO  global_routing grt_usage=0.3530
INFO  run            number_of_warnings_in_the_stage_logs=27
INFO  logic_synthesis postSynth.topFlopCell=sky130_fd_sc_hd__dfrtp_1
INFO  routing        drt-vias-per-instance=6.494
INFO  worst_setup_path flop2flop_setup_slack=140ps
INFO  final_timing   setup_violation_total_in_the_final_timing_report=0
INFO  power_and_ir_drop power.density_cell_area=934.1nW/um^2
INFO  routing        route.detailed.drc=0
INFO  logic_synthesis ys_async_sr_fraction=0.9615
stage by stage:
step | hold slack [ps] | utilization | power, uW | cell area, um^2
floorplan | 438.6 | - | 7954 | 11960
global placement | 499.0 | 0.5675 | 10090 | 13320
detailed placement | 503.4 | 0.5675 | 10110 | 13320
CTS | 522.0 | 0.5996 | 13120 | 14070
global route | 540.2 | 0.5997 | 13960 | 14080
finish | 523.7 | 0.5997 | 13150 | 14080
synth_stat cells (5+ instances only):
cell | n | area share
sky130_fd_sc_hd__a21oi_1 | 70 | 0.029
sky130_fd_sc_hd__a221o_1 | 10 | 0.0084
sky130_fd_sc_hd__a221oi_1 | 33 | 0.024
sky130_fd_sc_hd__a222oi_1 | 12 | 0.010
sky130_fd_sc_hd__a22o_1 | 26 | 0.019
sky130_fd_sc_hd__a22oi_1 | 22 | 0.014
sky130_fd_sc_hd__a2bb2oi_1 | 5 | 0.0037
sky130_fd_sc_hd__a31oi_1 | 14 | 0.0073
sky130_fd_sc_hd__and3_1 | 6 | 0.0031
sky130_fd_sc_hd__buf_1 | 10 | 0.0031
sky130_fd_sc_hd__buf_2 | 7 | 0.0029
sky130_fd_sc_hd__clkbuf_1 | 74 | 0.023
sky130_fd_sc_hd__dfrtp_1 | 200 | 0.42
sky130_fd_sc_hd__edfxtp_1 | 8 | 0.020
sky130_fd_sc_hd__ha_1 | 6 | 0.0063
sky130_fd_sc_hd__inv_1 | 31 | 0.0097
sky130_fd_sc_hd__mux2_2 | 98 | 0.092
sky130_fd_sc_hd__mux2i_1 | 33 | 0.028
sky130_fd_sc_hd__nand2_1 | 89 | 0.028
sky130_fd_sc_hd__nand2b_1 | 11 | 0.0058
sky130_fd_sc_hd__nand3_1 | 19 | 0.0080
sky130_fd_sc_hd__nand4_1 | 9 | 0.0047
sky130_fd_sc_hd__nor2_1 | 72 | 0.023
sky130_fd_sc_hd__nor2b_1 | 11 | 0.0058
sky130_fd_sc_hd__nor3_1 | 45 | 0.019
sky130_fd_sc_hd__nor4_1 | 26 | 0.014
sky130_fd_sc_hd__nor4_4 | 5 | 0.0089
sky130_fd_sc_hd__o211ai_1 | 6 | 0.0038
sky130_fd_sc_hd__o21a_1 | 10 | 0.0063
sky130_fd_sc_hd__o21ai_0 | 144 | 0.060
sky130_fd_sc_hd__o21ai_1 | 6 | 0.0025
sky130_fd_sc_hd__o22a_1 | 5 | 0.0037
sky130_fd_sc_hd__o22ai_1 | 9 | 0.0047
sky130_fd_sc_hd__o2bb2ai_1 | 14 | 0.010
sky130_fd_sc_hd__o31a_1 | 7 | 0.0051
sky130_fd_sc_hd__o41ai_1 | 5 | 0.0037
sky130_fd_sc_hd__or3_1 | 9 | 0.0047
sky130_fd_sc_hd__or4_1 | 11 | 0.0069
cell families after synthesis:
family | Yosys count
DFF | 208
AOI/OAI and AO/OA | 429
xor gates and xnor gates | 8
muxes | 131
buffers and inverters | 123
adders and majority gates | 6
and+or+nand+nor | 341
worst max path at each step:
stage | start | to | slack [ps]
CTS | counter2[0] | counter2[32] | 140
global route | counter1[26] | counter1[32] | 10
finish | counter1[26] | counter1[32] | 140
critical path: cells and delay by family (launching register included):
family / cells / cell delay, ps
and+or+nand+nor: 4 / 1660
DFF: 1 / 420
AOI/OAI and AO/OA: 3 / 400
adders and majority gates: 1 / 320
layout by cell type, fill, tap and decap left out, types with 6 or more instances in the layout:
master / instances
sky130_fd_sc_hd__a21oi_1: 69
sky130_fd_sc_hd__a221o_1: 10
sky130_fd_sc_hd__a221oi_1: 33
sky130_fd_sc_hd__a222oi_1: 12
sky130_fd_sc_hd__a22o_1: 26
sky130_fd_sc_hd__a22oi_1: 22
sky130_fd_sc_hd__a31oi_1: 14
sky130_fd_sc_hd__and3_1: 6
sky130_fd_sc_hd__buf_12: 9
sky130_fd_sc_hd__buf_4: 53
sky130_fd_sc_hd__clkbuf_16: 24
sky130_fd_sc_hd__clkdlybuf4s50_1: 71
sky130_fd_sc_hd__dfrtp_1: 200
sky130_fd_sc_hd__edfxtp_1: 8
sky130_fd_sc_hd__ha_1: 6
sky130_fd_sc_hd__inv_1: 30
sky130_fd_sc_hd__mux2_2: 98
sky130_fd_sc_hd__mux2i_1: 33
sky130_fd_sc_hd__nand2_1: 89
sky130_fd_sc_hd__nand2b_1: 11
sky130_fd_sc_hd__nand3_1: 19
sky130_fd_sc_hd__nand4_1: 9
sky130_fd_sc_hd__nor2_1: 69
sky130_fd_sc_hd__nor2b_1: 7
sky130_fd_sc_hd__nor3_1: 44
sky130_fd_sc_hd__nor4_1: 26
sky130_fd_sc_hd__o211ai_1: 6
sky130_fd_sc_hd__o21a_1: 10
sky130_fd_sc_hd__o21ai_0: 142
sky130_fd_sc_hd__o22ai_1: 9
sky130_fd_sc_hd__o2bb2ai_1: 14
sky130_fd_sc_hd__o31a_1: 7
sky130_fd_sc_hd__or3_1: 9
sky130_fd_sc_hd__or4_1: 11
final cells by class:
type | count | share of cell area
well taps | 319 | 0.02836
multi-input cells | 915 | 0.4454
flip-flops and latches | 208 | 0.3726
clock buffers | 28 | 0.04373
repair buffers | 133 | 0.09156
inverters | 31 | 0.008533
clock inverters | 9 | 0.009778
layer usage:
metal | global-route usage | wire length [um] | vias to the layer above
met5 | 0 | 0 | -
met4 | 0.07796 | 1025 | 0
met3 | 0.07783 | 2984 | 54
met2 | 0.5236 | 18050 | 470
met1 | 0.5507 | 17700 | 5223
li1 | - | - | 4923
state kept, by name (all words and copies together) (netlist names), 2 cells and up:
signal         cells
counter1          33
counter2_Lock     32
counter1_Lock     32
counter2          33
counter_Ctrl       2
curr_ch            2
counter0_Lock     32
counter0          33
power by group:
group / switching, uW / internal [uW]
Sequential: 1270 / 3750
Clock: 1240 / 1740
Combinational: 2810 / 2340
Power is estimated from default activity; no workload was simulated.
