--- ./design.v ---
`timescale 1ns / 1ps
module display (
	input [1:0] sw,  
	input wire clk,   
	input wire rst,   
	input wire [7:0] en,   
	input wire [31:0] data,   
	input wire [7:0] dot,   
	input wire [15:0] led,   
	output wire led_clk,
	output wire led_en,
	output wire led_clr_n,
	output wire led_do,
	output wire seg_clk,
	output wire seg_en,
	output wire seg_clr_n,
	output wire seg_do
	);
	function integer GET_WIDTH;   
	input [31:0] data;
	begin
		if (data[31]) GET_WIDTH=32;
		else if (data[30]) GET_WIDTH=31;
		else if (data[29]) GET_WIDTH=30;
		else if (data[28]) GET_WIDTH=29;
		else if (data[27]) GET_WIDTH=28;
		else if (data[26]) GET_WIDTH=27;
		else if (data[25]) GET_WIDTH=26;
		else if (data[24]) GET_WIDTH=25;
		else if (data[23]) GET_WIDTH=24;
		else if (data[22]) GET_WIDTH=23;
		else if (data[21]) GET_WIDTH=22;
		else if (data[20]) GET_WIDTH=21;
		else if (data[19]) GET_WIDTH=20;
		else if (data[18]) GET_WIDTH=19;
		else if (data[17]) GET_WIDTH=18;
		else if (data[16]) GET_WIDTH=17;
		else if (data[15]) GET_WIDTH=16;
		else if (data[14]) GET_WIDTH=15;
		else if (data[13]) GET_WIDTH=14;
		else if (data[12]) GET_WIDTH=13;
		else if (data[11]) GET_WIDTH=12;
		else if (data[10]) GET_WIDTH=11;
		else if (data[9]) GET_WIDTH=10;
		else if (data[8]) GET_WIDTH=9;
		else if (data[7]) GET_WIDTH=8;
		else if (data[6]) GET_WIDTH=7;
		else if (data[5]) GET_WIDTH=6;
		else if (data[4]) GET_WIDTH=5;
		else if (data[3]) GET_WIDTH=4;
		else if (data[2]) GET_WIDTH=3;
		else if (data[1]) GET_WIDTH=2;
		else if (data[0]) GET_WIDTH=1;
		else GET_WIDTH=1;
	end
endfunction
	parameter
		CLK_FREQ = 25;   
	localparam
		SEG_PULSE = 1'b0;
	localparam
		REFRESH_INTERVAL = 100,   
		COUNT_REFRESH = 1 + CLK_FREQ * REFRESH_INTERVAL * 1000,
		COUNT_BITS = GET_WIDTH(COUNT_REFRESH-1);
	function [6:0] digit2seg;
		input [3:0] number;
		begin
			case (number)
				4'h0: digit2seg = 7'b0111111;
				4'h1: digit2seg = 7'b0000110;
				4'h2: digit2seg = 7'b1011011;
				4'h3: digit2seg = 7'b1001111;
				4'h4: digit2seg = 7'b1100110;
				4'h5: digit2seg = 7'b1101101;
				4'h6: digit2seg = 7'b1111101;
				4'h7: digit2seg = 7'b0000111;
				4'h8: digit2seg = 7'b1111111;
				4'h9: digit2seg = 7'b1101111;
				4'hA: digit2seg = 7'b1110111;
				4'hB: digit2seg = 7'b1111100;
				4'hC: digit2seg = 7'b0111001;
				4'hD: digit2seg = 7'b1011110;
				4'hE: digit2seg = 7'b1111001;
				4'hF: digit2seg = 7'b1110001;
			endcase
		end
	endfunction
	wire [63:0] segment;
   assign segment = data ; 	
	wire led_start, seg_start;
	wire led_clr, seg_clr;
	reg [COUNT_BITS-1:0] clk_count = 0;
	assign
		led_en = 1,
		led_clr_n = ~led_clr,
		seg_en = 1,
		seg_clr_n = ~seg_clr;
	parallel2serial #(
		.P_CLK_FREQ(CLK_FREQ),
		.S_CLK_FREQ(20),
		.DATA_BITS(16),
		.CODE_ENDIAN(1)
		) P2S_LED (
		.clk(clk),
		.rst(rst),
		.data(SEG_PULSE ? led : ~led),
		.start(led_start),
		.busy(),
		.finish(),
		.s_clk(led_clk),
		.s_clr(led_clr),
		.s_dat(led_do)
		);
	parallel2serial #(
		.P_CLK_FREQ(CLK_FREQ),
		.S_CLK_FREQ(20),
		.DATA_BITS(64),
		.CODE_ENDIAN(1)
		) P2S_SEG (
		.clk(clk),
		.rst(rst),
		.data(SEG_PULSE ? segment : ~segment),
		.start(seg_start),
		.busy(),
		.finish(),
		.s_clk(seg_clk),
		.s_clr(seg_clr),
		.s_dat(seg_do)
		);
	always @(posedge clk) begin
		if (rst)
			clk_count <= 0;
		else if (clk_count[COUNT_BITS-1])
			clk_count <= 0;
		else
			clk_count <= clk_count + 1'h1;
	end
	assign
		led_start = clk_count[COUNT_BITS-1],
		seg_start = clk_count[COUNT_BITS-1];
endmodule
`timescale 1ns / 1ps
module parallel2serial (
	input wire clk,   
	input wire rst,   
	input wire [DATA_BITS-1:0] data,   
	input wire start,   
	output reg busy,   
	output reg finish,   
	output reg s_clk = 0,   
	output reg s_clr = 0,   
	output wire s_dat   
	);
	function integer GET_WIDTH;   
	input [31:0] data;
	begin
		if (data[31]) GET_WIDTH=32;
		else if (data[30]) GET_WIDTH=31;
		else if (data[29]) GET_WIDTH=30;
		else if (data[28]) GET_WIDTH=29;
		else if (data[27]) GET_WIDTH=28;
		else if (data[26]) GET_WIDTH=27;
		else if (data[25]) GET_WIDTH=26;
		else if (data[24]) GET_WIDTH=25;
		else if (data[23]) GET_WIDTH=24;
		else if (data[22]) GET_WIDTH=23;
		else if (data[21]) GET_WIDTH=22;
		else if (data[20]) GET_WIDTH=21;
		else if (data[19]) GET_WIDTH=20;
		else if (data[18]) GET_WIDTH=19;
		else if (data[17]) GET_WIDTH=18;
		else if (data[16]) GET_WIDTH=17;
		else if (data[15]) GET_WIDTH=16;
		else if (data[14]) GET_WIDTH=15;
		else if (data[13]) GET_WIDTH=14;
		else if (data[12]) GET_WIDTH=13;
		else if (data[11]) GET_WIDTH=12;
		else if (data[10]) GET_WIDTH=11;
		else if (data[9]) GET_WIDTH=10;
		else if (data[8]) GET_WIDTH=9;
		else if (data[7]) GET_WIDTH=8;
		else if (data[6]) GET_WIDTH=7;
		else if (data[5]) GET_WIDTH=6;
		else if (data[4]) GET_WIDTH=5;
		else if (data[3]) GET_WIDTH=4;
		else if (data[2]) GET_WIDTH=3;
		else if (data[1]) GET_WIDTH=2;
		else if (data[0]) GET_WIDTH=1;
		else GET_WIDTH=1;
	end
endfunction
	parameter
		P_CLK_FREQ = 100,   
		S_CLK_FREQ = 10,   
		DATA_BITS = 32,   
		CODE_ENDIAN = 0;   
	localparam
		COUNT_HALFCYCLE = 1 + (P_CLK_FREQ-1) / S_CLK_FREQ / 2,
		CYCLE_COUNT_BITS = GET_WIDTH(COUNT_HALFCYCLE-1),
		DATA_COUNT_BITS = GET_WIDTH(DATA_BITS-1);
	reg [DATA_BITS:0] buff;
	reg [CYCLE_COUNT_BITS-1:0] cycle_count = 0;
	wire s_clk_negedge;
	localparam
		S_IDLE = 0,   
		S_CLEAR = 1,   
		S_WORK = 2,   
		S_DONE = 3;   
	reg [2:0] state = 0;
	reg [2:0] next_state;
	reg [DATA_COUNT_BITS-1:0] data_count = 0;
	reg [DATA_COUNT_BITS-1:0] next_data_count;
	always @(*) begin
		next_state = 0;
		next_data_count = 0;
		case (state)
			S_IDLE: begin
				if (start) begin
					next_state = S_CLEAR;
				end
				else begin
					next_state = S_IDLE;
				end
			end
			S_CLEAR: begin
				if (s_clk_negedge) begin
					next_state = S_WORK;
				end
				else begin
					next_state = S_CLEAR;
				end
			end
			S_WORK: begin
				if (s_clk_negedge) begin
					next_data_count = data_count + 1'h1;
					if (data_count == DATA_BITS-1)
						next_state = S_DONE;
					else
						next_state = S_WORK;
				end
				else begin
					next_data_count = data_count;
					next_state = S_WORK;
				end
			end
			S_DONE: begin
				next_state = S_IDLE;
			end
		endcase
	end
	always @(posedge clk) begin
		if (rst) begin
			state <= 0;
			data_count <= 0;
		end
		else begin
			state <= next_state;
			data_count <= next_data_count;
		end
	end
	always @(posedge clk) begin
		busy <= 0;
		finish <= 0;
		s_clr <= 0;
		if (~rst) case (next_state)
			S_IDLE: begin
				buff <= 0;
			end
			S_CLEAR: begin
				busy <= 1;
				if (CODE_ENDIAN)
					buff <= {1'b0, data};
				else
					buff <= {data, 1'b0};
				s_clr <= 1;
			end
			S_WORK: begin
				busy <= 1;
				if (s_clk_negedge) begin
					if (CODE_ENDIAN)
						buff <= {buff[DATA_BITS-1:0], 1'b0};
					else
						buff <= {1'b0, buff[DATA_BITS:1]};
				end
			end
			S_DONE: begin
				finish <= 1;
			end
		endcase
	end
	assign s_dat = CODE_ENDIAN ? buff[DATA_BITS] : buff[0];
	always @(posedge clk) begin
		if (rst || state==S_IDLE || state==S_DONE) begin
			cycle_count <= 0;
			s_clk <= 0;
		end
		else begin
			if (cycle_count == COUNT_HALFCYCLE-1) begin
				cycle_count <= 0;
				s_clk <= ~s_clk;
			end
			else begin
				cycle_count <= cycle_count + 1'h1;
			end
		end
	end
	assign
		s_clk_negedge = (cycle_count == COUNT_HALFCYCLE-1) && s_clk;   
endmodule
--- ./run.sh ---
#!/bin/bash
# OpenROAD 26Q1-2900-gdf79404cd8, Yosys 0.63+post, stock flow scripts
make -C /OpenROAD-flow-scripts/flow DESIGN_CONFIG=/design/flow/config.mk WORK_HOME=/design/flow/orfs finish
--- ./config.mk ---
export PLATFORM = sky130hd
export DESIGN_NAME = display
export DESIGN_NICKNAME = display
export VERILOG_FILES = /design/flow/design.v
export SDC_FILE = /design/flow/constraint.sdc
export NUM_CORES = 4
export LEC_CHECK = 1
export CORE_UTILIZATION = 30
--- ./constraint.sdc ---
current_design display

set clk_period 18.3
set clk_io_pct 0.2

create_clock -name clk0 -period $clk_period [get_ports {clk}]

set non_clock_inputs [all_inputs -no_clocks]
set_input_delay [expr $clk_period * $clk_io_pct] -clock clk0 $non_clock_inputs
set_output_delay [expr $clk_period * $clk_io_pct] -clock clk0 [all_outputs]
==> out/results.tsv <==
metric	value	unit
status	finished clean	
Slew headroom	37.0	%
reg-to-reg startpoint	P2S_SEG.s_clk	
Seq cells post-synth	124	
Simple-Gate Area Share	17.5	%
R2R cell count	8	
Init Core Util	30.7	%
DP Area	6120	sq um
1st-iter DRT viols	170	
Mapped Cells	476	
Top-Level Pins	76	
IO buf count	55	
Crit Path Class	in -> reg	
layout cell share with drive strength beyond 1	9.16	%
max frequency	196	MHz
Crit path buffers/inverters	3	
cells in synth_stat.txt	476	
Post-DP HPWL	5720	microns
register area share after synthesis	62.2	%
Post-Layout Cell Count	771	
max cap viols	0	
first-pass GRT wire length	15800	microns
Detailed Route WL	9390	microns
crit path from	rst	
Largest logic family	simple AND/OR/NAND/NOR gates	
final instance area	6770	sq um
Crit path max-delay family	buffers and inverters	
PwrDens	102	nW/um^2
GRT Residual Overflow	0	
source of the worst hold timing path	clk_count[20]	
Synth Area in XOR/XNOR	3.46	%
GPL Wtd Cong	0.768	
most frequent cells in the layout	82 x edfxtp_1, 57 x nand2_1, 55 x clkdlybuf4s50_1, 42 x dfxtp_1, 39 x a21oi_1	
initial antenna violation count	0	
Skew-Pair Late Insertion Delay	0.41	ns
area grow syn2layout	27.5	%
Yosys Warn Count	3	
mux share	0.377	%
largest net degree at the start of global routing	66	
postcts setup bufs	0	
crit-path max cell delay	0.67	ns
clk_skew	0.0116	ns
Max Fanout on Critical Path	65	
die area	18200	sq um
Post-DRT Antenna Nets	0	
tool warning count	48	
Tot GR Track Use	11.2	%
most used logic cell in the final layout	edfxtp_1	
Clock Sinks	124	
R2R setup slack	14.98	ns
Clk pin slew, worst setup/hold paths	0.06	ns
cell area after synthesis	5310	sq um
aoi share	11.2	%
# diodes	0	
CP most frequent cell	buf_4	
CTS tree	done	
die width	135	microns
Cells after DPL	739	
dominant register cell	edfxtp_1	
mean number of vias per cell	4.57	
final hold violation count	0	
CTS root buf	clkbuf_16	
Post-synth ARST share	0	%
Final Setup Violations	0	
WP data required	18.33	ns
crit path cell chain	clkdlybuf4s50_1 > buf_4 > a211oi_4 > buf_4	
RSZ-0062 raised after global routing	no	
Max Slew Vio Count	0	
WL per Instance	12.2	microns
CTS-repair resized insts	0	
vias in the first global route	3407	
number of enable flip-flop cells	82	
final worst path period need	5.09	ns
Max Buffers Root-to-Sink	2	
routed vias	3525	
fa+ha+maj area frac	2.36	%
CTS buffer count	17	
Leak Pwr	0.00255	uW
Cells on Worst Hold Path	2	
die height	135	microns
actual slew at the worst max-slew pin	0.942	ns
Hold/Removal Path Class	reg -> reg	
syn avg cell area	11.2	sq um
Critical Path End Type	flip-flop	
Worst Hold Path EP	clk_count[21]	
crit start category	input pin	
CTS Hold Bufs	0	
setup tns final	0	ns
Cell variety after synth	41	
Rows	48	
First-pass DRT Iterations	6	
crit path DAT	5.12	ns
Finished Core Util	39.1	%
area reported by Yosys stat	5310	sq um
Core ar.	17300	sq um
DRC viols	0	
Clock H-tree levels	4	
worst IR drop on VDD	65.8	uV
Critical Path Slowest Stage Cell	buf_4	
reg-to-reg endpoint	P2S_SEG.buff[49]	
Final Cycle Share	27.8	%
-- registers in the layout, indices dropped and copies added (netlist names) --
register and flops:
P2S_LED.buff 17, P2S_LED.cycle_count 1, P2S_LED.data_count 4, P2S_LED.s_clk 1, P2S_LED.s_clr 1, P2S_LED.state 2, P2S_SEG.buff 65, P2S_SEG.cycle_count 1
P2S_SEG.data_count 6, P2S_SEG.s_clk 1, P2S_SEG.s_clr 1, P2S_SEG.state 2, clk_count 22
-- how the worst max path moves through the flow --
stage	endpoint	slack, ns	cells after the start
4_1_cts	P2S_SEG.buff[35]	13.21	4
6_report	P2S_SEG.buff[57]	13.21	4
5_1_grt	P2S_SEG.buff[37]	13.12	4
-- cell type report --
type                            instances  area, sq um
Fill cell                            1604        10500
Sequential cell                       124         3300
Multi-Input combinational cell        317         1890
Timing Repair Buffer                   64          618
Clock buffer                           18          429
Tap cell                              225          282
Clock inverter                         14          216
Inverter                                9         33.8
-- Yosys cell counts (all sizes together), types with 2 or more instances --
cell type,number,area share (%)
xnor2,11,1.8
nor2,31,2.2
nor3,5,0.47
o21ai,20,1.9
conb,2,0.14
dfxtp,42,16
nand4,7,0.82
nor4,4,0.47
and3,2,0.24
and2,3,0.35
xor2,10,1.6
clkbuf,25,1.8
edfxtp,82,46
nor2b,15,1.8
mux2i,2,0.38
ha,10,2.4
a21o,32,4.5
or3,5,0.75
nand2b,36,4.2
inv,9,0.64
nand2,57,4.0
nand3,9,1.1
and4,2,0.35
a21oi,39,3.7
buf,3,0.35
o21a,2,0.28
a211oi,2,0.28
-- where the power goes --
| group | internal [uW] | leakage [uW] | switching, uW |
|---|---|---|---|
| Sequential | 305 | 0.00119 | 2.54 |
| Combinational | 11.8 | 0.00106 | 6.78 |
| Clock | 242 | 0.000303 | 121 |
-- kinds of logic after synthesis --
logic type | after synthesis
simple gates | 181
flops | 124
compound gates | 99
buf+inv | 37
xor+xnor | 21
fa+ha+maj | 10
other cells | 2
mux | 2
-- per-layer routing --
layer | GRT usage (%) | wire, microns | share of wire [%] | vias to the layer above
li1 | - | - | - | 1771
met1 | 17.7 | 4830 | 51 | 1672
met2 | 15.8 | 3960 | 42 | 78
met3 | 3.91 | 527 | 5.6 | 4
met4 | 1.37 | 67 | 0.71 | 0
met5 | 0 | 0 | 0 | -
-- tightest hold or removal path, delay by kind of cell, from the launching register on --
| family | cells | cell delay, ns |
|---|---|---|
| DFF | 1 | 0.31 |
| and+or+nand+nor | 2 | 0.12 |
-- through the flow --
step / worst slack, ns / power (uW) / hold WS, ns
after global placement: 12.82 / 332 / 0.446
after global routing: 13.12 / 712 / 0.497
after detailed placement: 12.77 / 332 / 0.459
after floorplan: 9.05 / 320 / 0.437
final: 13.21 / 689 / 0.463
after CTS: 13.21 / 697 / 0.466
Power figures rest on the tool's default switching activity, not on a simulated workload.
